## ./config.mk

```make
export PLATFORM = sky130hd
export DESIGN_NAME = gf_multiply_unit
export DESIGN_NICKNAME = gf_multiply_unit
export VERILOG_FILES = /design/flow/design.v
export SDC_FILE = /design/flow/constraint.sdc
export NUM_CORES = 4
export LEC_CHECK = 1
export CORE_UTILIZATION = 30
```

## ./constraint.sdc

```tcl
current_design gf_multiply_unit

set clk_period 42.7
set clk_io_pct 0.2

create_clock -name clk0 -period $clk_period [get_ports {clk}]

set non_clock_inputs [all_inputs -no_clocks]
set_input_delay [expr $clk_period * $clk_io_pct] -clock clk0 $non_clock_inputs
set_output_delay [expr $clk_period * $clk_io_pct] -clock clk0 [all_outputs]
```

## ./design.v

```verilog
module gf2m
#(
	parameter DIGITAL = 32,
	parameter DATA_WIDTH = 163
)(
	input wire rst,
	input wire clk,
	input wire start,
	input wire [DATA_WIDTH - 1 : 0] a,
	input wire [DATA_WIDTH - 1 : 0] g,
	input wire [DIGITAL - 1:0] b,
	output reg [DATA_WIDTH - 1 : 0] t_i_j,
	output reg done
);
parameter ITERATION_NUMBER = DATA_WIDTH / DIGITAL;
parameter IDLE = 1'b0;
parameter CAL  = 1'b1;
reg state;
reg [12:0] counter;
wire [DATA_WIDTH - 1 : 0] wire_t_i_j;
serial #(
    .DATA_WIDTH(DATA_WIDTH),
    .DIGITAL(DIGITAL)
)serial_8_bit(
	.b(b),
	.a(a),
	.g(g),
	.t_i1_j1(t_i_j),
	.t_i_j(wire_t_i_j)
);
always @(posedge clk or negedge rst) begin : proc_counter
	if(~rst) begin
		counter <= 0;
	end else begin
		case (state)
			IDLE: begin  
				counter <= 6'd0;
			end
			CAL: begin 
				if( counter < ITERATION_NUMBER) 
					counter <= counter + 1;
				else 
					counter <= 6'd0;
			end
			default :  ;
		endcase
	end
end
always @(posedge clk or negedge rst) begin : proc_t_i_j
	if(~rst) begin
		t_i_j <= 0;
	end else begin
		case (state)
			IDLE : t_i_j <= 0;
			CAL : t_i_j <= wire_t_i_j;
			default : t_i_j <= 0;
		endcase
	end
end
always @(posedge clk or negedge rst) begin : proc_done
	if(~rst) begin
		done <= 0;
	end else begin
		case (state)
			IDLE : done <= 0;
			CAL : begin 
				if( counter < ITERATION_NUMBER) 
					done <= 0;
				else 
					done <= 1'b1;
			end	
			default : done <= 0;
		endcase
	end
end
always @(posedge clk or negedge rst) begin : proc_state
	if(~rst) begin
		state <= IDLE;
	end else begin
		case (state)
			IDLE: begin : IDLE_STATE
				if (start)
					state <= CAL;
				else
					state <= state;
			end
			CAL: begin  : CAL_STATE
				if ( counter < ITERATION_NUMBER)
					state <= CAL;
				else
					state <= IDLE;
			end
			default : state <= IDLE;
		endcase
	end
end
endmodule
module fpga_gf2m
#(
	parameter DIGITAL = 32,
	parameter DATA_WIDTH = 163
)(
	input clk,     
	input rst,   
	input wire start,
	input wire [DATA_WIDTH - 1 : 0] a,
	input wire [DATA_WIDTH - 1 : 0] g,
	input wire [BWIDTH - 1:0] b,
	output reg [DATA_WIDTH - 1 : 0] t_i_j,
	output reg done
);
parameter ITERATION_NUMBER = DATA_WIDTH / DIGITAL;
parameter BWIDTH = (ITERATION_NUMBER + 1)*DIGITAL;
parameter IDLE = 2'b00;
parameter CAL  = 2'b01;
parameter DONE = 2'b10;
reg state;
reg [12:0] counter;
reg [DATA_WIDTH - 1 : 0] reg_a;
reg [DATA_WIDTH - 1 : 0] reg_g;
reg [BWIDTH - 1:0] reg_b;
wire [DIGITAL - 1:0] b_in;
wire [DATA_WIDTH - 1 : 0] out_t_i_j;
wire wire_done;
gf2m #(
    .DATA_WIDTH(DATA_WIDTH),
    .DIGITAL(DIGITAL)
)fpgainst(
	.rst(rst),
	.clk(clk),
	.start(start),
	.a(reg_a),
	.g(reg_g),
	.b(b_in),
	.t_i_j(out_t_i_j),
	.done(wire_done)
);
always @(posedge clk or negedge rst) begin : proc_done
	if(~rst) begin
		done <= 0;
	end else begin
		case (wire_done)
			1'b0: done <= done;
			1'b1: done <= 1'b1;	
			default : done <= done;
		endcase
	end
end
always @(posedge clk or negedge rst) begin : proc_t_i_j
	if(~rst) begin
		t_i_j <= 0;
	end else begin
		case (wire_done)
			1'b0: t_i_j <= t_i_j;
			1'b1: t_i_j <= out_t_i_j;
			default : t_i_j <= t_i_j;
		endcase
	end
end
always @(posedge clk or negedge rst) begin : proc_counter
	if(~rst) begin
		counter <= 0;
	end else begin
		case (state)
			IDLE: begin 
				counter <= 12'd0;
			end
			CAL: begin 
				if(counter < ITERATION_NUMBER)
					counter <= counter + 1;
				else
					counter <= 12'd0;
			end
			default : counter <= 12'd0;
		endcase
	end
end
assign b_in = reg_b[(ITERATION_NUMBER + 1)*DIGITAL - 1  : (ITERATION_NUMBER )*DIGITAL];
always @(posedge clk or negedge rst) begin : reg_a34
	if(~rst) begin
		reg_a <= 0;
	end else begin
		case (state)
			IDLE: begin 
				if(start)
					reg_a <= a;
				else
					reg_a <= 0;
			end		
			default : reg_a <= reg_a;
		endcase
	end
end
always @(posedge clk or negedge rst) begin : reg_b24
	if(~rst) begin
		reg_b <= 0;
	end else begin
		case (state)
			IDLE: begin 
				if(start)
					reg_b <= b;
				else
					reg_b <= 0;
			end
			CAL:begin
			     reg_b = reg_b <<< DIGITAL;
			end
			default : reg_b <= reg_b;
		endcase
	end
end
always @(posedge clk or negedge rst) begin : proc_reg_g32
	if(~rst) begin
		reg_g <= 0;
	end else begin
		case (state)
			IDLE: begin 
				if(start)
					reg_g <= g;
				else
					reg_g <= 0;
			end	 
		 	default : reg_g <= reg_g;
		 endcase 
	end
end
always @(posedge clk or negedge rst) begin : proc_state_machine
	if(~rst) begin
		state <= IDLE;
	end else begin
		 case (state)
		 	IDLE: begin 
		 		if(start) begin
		 			state <= CAL;
		 		end
		 		else begin 
		 			state <= state;
		 		end
		 	end
		 	CAL: begin 
		 		if (counter < ITERATION_NUMBER)
		 			state <= CAL;
		 		else 
		 			state <= DONE;
		 	end
		 	DONE: begin
		 		state <= DONE;
		 	end 
		 	default : state <= IDLE;
		 endcase
	end
end
endmodule
module basc_element
	(
		input wire aj,
		input wire bj,
		input wire t_i1_j1,
		input wire t_i1_m1,
		input wire b_m1,
		input wire gj,
		output wire out_t_i1_m1,
		output wire out_b_m1,
		output wire out_aj,
		output wire out_bj,
	 	output wire t_i_j
		);
assign out_aj = aj;
assign out_bj = bj;
assign out_t_i1_m1 = t_i1_m1;
assign out_b_m1 = b_m1;
assign t_i_j = (b_m1&aj)^(t_i1_m1&gj)^t_i1_j1;
endmodule  
module serial
#(
    parameter DATA_WIDTH = 163,
	parameter DIGITAL = 32
)(
	input wire [DIGITAL - 1:0] b,
	input wire [DATA_WIDTH - 1 : 0] a,
	input wire [DATA_WIDTH - 1 : 0] g,
	input wire [DATA_WIDTH - 1 : 0] t_i1_j1,
	output wire [DATA_WIDTH - 1 : 0] t_i_j
);
generate
	genvar j;
	for(j = 0; j< DIGITAL + 1; j = j + 1)
	begin : inter_wire
		wire [DATA_WIDTH - 1 : 0] t_wire_i_j;
	end
endgenerate
assign t_i_j = inter_wire[DIGITAL].t_wire_i_j;
assign inter_wire[0].t_wire_i_j = t_i1_j1;
generate
	genvar i;
	for(i = 0; i < DIGITAL; i = i + 1)
	begin: array
		one_bit
		#(
		  .DATA_WIDTH(DATA_WIDTH)
		) instone_bit(
			.b(b[DIGITAL - i - 1]),
			.a(a),
			.g(g),
			.t_i1_m1(inter_wire[i].t_wire_i_j[DATA_WIDTH - 1]),
			.t_i1_j1({inter_wire[i].t_wire_i_j[DATA_WIDTH - 2:0], 1'b0}),
			.t_i_j(inter_wire[i + 1].t_wire_i_j)
			);
	end
endgenerate
endmodule  
`timescale 1ns / 1ps
module gf_multiply_unit
#(
    parameter DIGITAL = 32,
    parameter DATA_WIDTH = 163
)(
    output wire [162:0] tout,
    input wire        clk,
    input wire        rst_n,
    input wire        ap_start,
    output reg        ap_done,
    output reg [7:0]  ap_id,
    input wire        s_axil_awvalid,
    output reg        s_axil_awready,
    input wire [31:0] s_axil_awaddr,
    input wire [2:0]  s_axil_awprot, 
    input wire        s_axil_wvalid,
    output reg        s_axil_wready,
    input wire [31:0] s_axil_wdata,
    input wire [3:0]  s_axil_wstrb, 
    output reg        s_axil_bvalid,
    input wire        s_axil_bready,
    output reg [1:0]  s_axil_bresp,
    input wire        s_axil_arvalid,
    output reg        s_axil_arready,
    input wire [31:0] s_axil_araddr,
    input wire [2:0]  s_axil_arprot, 
    output reg        s_axil_rvalid,
    input wire        s_axil_rready,
    output reg [31:0] s_axil_rdata,
    output reg [1:0]  s_axil_rresp
);
localparam ITERATION_NUMBER = DATA_WIDTH / DIGITAL;
localparam BWIDTH = (ITERATION_NUMBER + 1)*DIGITAL;
localparam BASE_A0 = 8'h00,
           BASE_A1 = 8'h04,
           BASE_A2 = 8'h08,
           BASE_A3 = 8'h0C,
           BASE_A4 = 8'h10,
           BASE_A5 = 8'h14;
localparam BASE_B0 = 8'h20,
           BASE_B1 = 8'h24,
           BASE_B2 = 8'h28,
           BASE_B3 = 8'h2C,
           BASE_B4 = 8'h30,
           BASE_B5 = 8'h34;
localparam BASE_G0 = 8'h40,
           BASE_G1 = 8'h44,
           BASE_G2 = 8'h48,
           BASE_G3 = 8'h4C,
           BASE_G4 = 8'h50,
           BASE_G5 = 8'h54;
localparam BASE_TIJ0 = 8'hA0,
           BASE_TIJ1 = 8'hA4,
           BASE_TIJ2 = 8'hA8,
           BASE_TIJ3 = 8'hAC,
           BASE_TIJ4 = 8'hB0,
           BASE_TIJ5 = 8'hB4;
reg [DATA_WIDTH-1:0]  reg_a;
reg [BWIDTH-1:0]      reg_b;
reg [DATA_WIDTH-1:0]  reg_g;
wire [DATA_WIDTH-1:0] wire_tij;
assign tout = wire_tij;
localparam IDLE  = 4'b0001,
           START = 4'b0010,
           CALCU = 4'b0100;
reg [3:0] state;
reg kernel_rst;
reg kernel_start;
wire kernel_done;
always @(posedge clk)
begin
    if(!rst_n)
    begin
        state <= IDLE;
        kernel_rst <= 1;
        kernel_start <= 0;
        ap_done <= 0;
        ap_id <= 8'h00;
    end
    else
    begin
        case(state)
        IDLE:
            begin
                if(ap_start)
                begin
                    kernel_rst <= 0;
                    ap_done <= 0;
                    state <= START;
                end
            end
        START:
            begin
                kernel_rst <= 1;
                kernel_start <= 1;
                state <= CALCU;
            end
        CALCU:
            begin
                kernel_start <= 0;
                if(kernel_done)
                begin
                    state <= IDLE;
                    ap_done <= 1;
                end
            end
        default:
            begin
                state <= IDLE;
            end
        endcase
    end
end
fpga_gf2m #(
    .DIGITAL(DIGITAL),
    .DATA_WIDTH(DATA_WIDTH)
) gf_multiply_kernel (
    .clk(clk),
    .rst(kernel_rst),
    .start(kernel_start),
    .done(kernel_done),
    .a(reg_a),
    .g(reg_g),
    .b(reg_b),
    .t_i_j(wire_tij)
);
wire s_axil_rden;
wire s_axil_wren;
assign s_axil_rden = s_axil_arvalid & s_axil_arready & ~s_axil_rvalid;
assign s_axil_wren = s_axil_wvalid & s_axil_wready & s_axil_awvalid & s_axil_awready;
always @(posedge clk)
begin
    if (!rst_n)
    begin
        s_axil_awready <= 1;
        s_axil_wready <= 1;
        s_axil_arready <= 1;
    end
    else
    begin
        s_axil_awready <= s_axil_awready;
        s_axil_wready <= s_axil_wready;
        s_axil_arready <= s_axil_arready;
    end
end
always @(posedge clk)
begin
    if (!rst_n)
    begin
        s_axil_bvalid <= 0;
        s_axil_bresp <= 0;
    end
    else if (s_axil_wvalid && s_axil_wready && ~s_axil_bvalid &&
             s_axil_awvalid && s_axil_awready)
    begin
        s_axil_bvalid <= 1;
        s_axil_bresp <= 0;
    end
    else if (s_axil_bvalid && s_axil_bready)
    begin
        s_axil_bvalid <= 0;
        s_axil_bresp <= 0;
    end
    else
    begin
        s_axil_bvalid <= s_axil_bvalid;
        s_axil_bresp <= s_axil_bresp;
    end
end
always @(posedge clk)
begin
    if (!rst_n)
    begin
        s_axil_rvalid <= 0;
        s_axil_rresp <= 0;
    end
    else if (s_axil_arvalid && s_axil_arready && ~s_axil_rvalid)
    begin
        s_axil_rvalid <= 1;
        s_axil_rresp <= 0;
    end
    else if (s_axil_rvalid && s_axil_rready)
    begin
        s_axil_rvalid <= 0;
        s_axil_rresp <= 0;
    end
    else
    begin
        s_axil_rvalid <= s_axil_rvalid;
        s_axil_rresp <= s_axil_rresp;
    end
end
always @(posedge clk)
begin
    if (!rst_n)
        s_axil_rdata <= 32'hFFFF_FFFF;
    else if (s_axil_rden)
        case (s_axil_araddr[7:0])
            BASE_TIJ0: s_axil_rdata <= wire_tij[31:0];
            BASE_TIJ1: s_axil_rdata <= wire_tij[63:32];
            BASE_TIJ2: s_axil_rdata <= wire_tij[95:64];
            BASE_TIJ3: s_axil_rdata <= wire_tij[127:96];
            BASE_TIJ4: s_axil_rdata <= wire_tij[159:128];
            BASE_TIJ5: s_axil_rdata <= wire_tij[DATA_WIDTH-1:160];
        endcase
    else
        s_axil_rdata <= s_axil_rdata;
end
always @(posedge clk)
begin
    if(!rst_n)
    begin
        reg_a <= 0;
        reg_b <= 0;
        reg_g <= 0;
    end
    else if(s_axil_wren)
    begin
        case(s_axil_awaddr[7:0])
            BASE_A0: reg_a[31:0]    <= s_axil_wdata;
            BASE_A1: reg_a[63:32]   <= s_axil_wdata;
            BASE_A2: reg_a[95:64]   <= s_axil_wdata;
            BASE_A3: reg_a[127:96]  <= s_axil_wdata;
            BASE_A4: reg_a[159:128] <= s_axil_wdata;
            BASE_A5: reg_a[DATA_WIDTH-1:160] <= s_axil_wdata;
            BASE_B0: reg_b[31:0]    <= s_axil_wdata;
            BASE_B1: reg_b[63:32]   <= s_axil_wdata;
            BASE_B2: reg_b[95:64]   <= s_axil_wdata;
            BASE_B3: reg_b[127:96]  <= s_axil_wdata;
            BASE_B4: reg_b[159:128] <= s_axil_wdata;
            BASE_B5: reg_b[BWIDTH-1:160] <= s_axil_wdata;
            BASE_G0: reg_g[31:0]    <= s_axil_wdata;
            BASE_G1: reg_g[63:32]   <= s_axil_wdata;
            BASE_G2: reg_g[95:64]   <= s_axil_wdata;
            BASE_G3: reg_g[127:96]  <= s_axil_wdata;
            BASE_G4: reg_g[159:128] <= s_axil_wdata;
            BASE_G5: reg_g[DATA_WIDTH-1:160] <= s_axil_wdata;
        endcase
    end
    else
    begin
        reg_a <= reg_a;
        reg_b <= reg_b;
        reg_g <= reg_g;
    end
end
endmodule
module one_bit
#(
	parameter DATA_WIDTH = 163
)(
	input wire b,
	input wire [DATA_WIDTH - 1 : 0] a,
	input wire [DATA_WIDTH - 1 : 0] g,
	input wire t_i1_m1,
	input wire [DATA_WIDTH - 1 : 0] t_i1_j1,
	output wire [DATA_WIDTH - 1 : 0] t_i_j,
	output wire [DATA_WIDTH - 1 : 0] out_a,
	output wire [DATA_WIDTH - 1 : 0] out_b
);
generate
	genvar i;
	for(i = DATA_WIDTH - 1; i >= 0; i = i - 1)
	begin: basic
		basc_element inst(
			.aj(a[i]),
			.bj(b),
			.t_i1_j1(t_i1_j1[i]),
			.t_i1_m1(t_i1_m1),
			.b_m1(b),
			.gj(g[i]),
			.out_t_i1_m1(),
			.out_b_m1(),
			.out_aj(out_a[i]),
			.out_bj(out_b[i]),
	 		.t_i_j(t_i_j[i])
			);
	end
endgenerate
endmodule
```

## ./run.sh

```bash
#!/bin/bash
# OpenROAD 26Q1-2900-gdf79404cd8, Yosys 0.63+post, stock flow scripts
make -C /OpenROAD-flow-scripts/flow DESIGN_CONFIG=/design/flow/config.mk WORK_HOME=/design/flow/orfs finish
```

==> Changelog: implementation <==
### Implementation results

- Avg Synthesized Cell Area: 6.80 um^2
- Worst Max-Slew Pin Slew: 1.61 ns
- Maximum number of pins on one net before global-route repair: 138
- Fraction of power consumed by sequential logic: 0.453
- Number of gates resized after cts: 0
- Uppermost layer routed: met5
- Total length of routed met2 wires: 369000 um
- Result of the run: finished with violations
- Master of the slowest instance on the critical path: sky130_fd_sc_hd__xor3_2
- Post-DRT Antenna Nets: 0
- Static leakage: 60.8 nW
- Library cell with the largest summed area after synthesis: sky130_fd_sc_hd__xnor2_1
- Mapped Area: 201000 um^2
- Insertion Delay late pin: 0.93 ns
- Top cell excl fill/tap: sky130_fd_sc_hd__nand2_1
- Count of state elements after synthesis: 1432
- Maximum operating frequency: 0.0504 GHz
- Die Ht: 821 um
- R2R Path Start: gf_multiply_kernel.reg_b[191]$_DFF_PN0_
- Routability Congestion: 1.03
- Wire length of the first global-routing pass: 1340000 um
- Worst r2r dst: gf_multiply_kernel.fpgainst.t_i_j[99]$_DFF_PN0_
- GRT overflow: 0
- Top-Level Pins: 327
- Highest cell delay on the worst timing path: 0.75 ns
- Fraction of final layout cells sized beyond drive strength 1: 0.0551
- Post-route core utilization: 0.323
- Count of library flops with an enable pin: 0
- PortBufs: 253
- Final setup skew: 0.0775 ns
- Critical Path End Type: flip-flop
- Final WS setup: 22.87 ns
- Gr usage total: 0.279
- Most used cell along the critical path: sky130_fd_sc_hd__buf_4
- Hold bufs inserted after CTS: 0
- Number of buffers inserted by post-CTS setup repair: 0
- Clock root cell: sky130_fd_sc_hd__clkbuf_16
- Per-cell via count in the routed design: 5.12
- Area overhead of the layout relative to synthesis: 7.19%
- Arrival time at the worst endpoint: 20.63 ns
- Synth Warn #: 3
- Detail Route met3 WL: 146000 um
- Worst setup slack for register-to-register paths: 22.87 ns
- Tightest Hold Check Type: flip-flop to async pin
- Fraction of the core area occupied by cells at floorplan: 0.301
- Final hold violations: 0
- Min Tclk post-route: 19.83 ns
- Sequential element share of the synthesized area: 0.164
- Length in cells of the worst reg-to-reg path: 53
- Tool warnings: 120
- Number of buffers inserted during clock tree synthesis: 159
- Clock input transition at the sequential cells of the worst setup and hold paths: 0.07 ns
- Fraction of synthesis flops using an asynchronous set or reset pin: 0.610
- CTS sink cnt: 1432
- Max-area cell share: 0.372
- Die footprint: 674000 um^2
- Vias in the first global route: 173000
- Flip-flop cell with the highest count after synthesis: sky130_fd_sc_hd__dfrtp_1
- Instance tally after logic synthesis: 29600
- Net Sw Power: 783 uW
- Distinct lib cells: 118
- Via count of the routed design: 192000
- Horizontal die dimension: 821 um
- Most frequently placed logic cells in the final layout: sky130_fd_sc_hd__nand2_1 (11700), sky130_fd_sc_hd__xnor2_1 (8540), sky130_fd_sc_hd__xor2_1 (1462), sky130_fd_sc_hd__buf_4 (888), sky130_fd_sc_hd__dfrtp_1 (831)
- Combinational fraction of design power: 0.052
- Chip area in the Yosys report: 201000 um^2
- Initial antenna violation count: 112
- Slew headroom: -0.0839
- Worst setup slack before clock tree synthesis: 23.49 ns
- Setup TNS Final: 0 ns
- Violated checks: capacitance limit, slew limit
- Peak supply drop: 0.0274 mV
- Clock Tree Buf Depth: 4
- Final Max Tran Viols: 2
- # Cells Yosys: 29600
- Number of DRC violations after detailed-routing iteration 0: 22700
- Total internal power: 2.22 mW
- DR WL/cell: 25.5 um
- CP Max Fanout: 102
- Htree depth: 4
- Cell area leaders: sky130_fd_sc_hd__xnor2_1 (37%), sky130_fd_sc_hd__nand2_1 (22%), sky130_fd_sc_hd__dfrtp_1 (11%)
- Detailed-routing wirelength on met1: 373000 um
- Critical Setup Path Class: flip-flop to flip-flop
- Detailed-placement wirelength estimate: 620000 um
- Core region area: 668000 um^2
- CTS tree: yes
- Total number of placement rows: 300
- Period utilization: 0.464
- Unrepaired setup endpoints after global routing: no
- Nature of the critical path startpoint: flip-flop
- Power share of the clock group: 0.495
- Routed WL: 953000 um
- Switching share of total power: 0.261
- Number of maximum-capacitance constraint violations: 1
- Areal power density over the cells: 13.9 nW/um^2
- Hold Slack: 0.299 ns
- Iteration count of the initial detailed-routing pass: 8
- DRC viols: 0
- Final tally of setup violations: 0
- Required time of the critical path: 43.50 ns
[cell type report]
cell class,count,area [um^2]
Tap cell,8909,11100
Timing Repair Buffer,1159,9410
Inverter,168,631
Fill cell,69600,452000
Clock inverter,55,738
Sequential cell,1432,33200
Antenna cell,385,963
Clock buffer,228,4650
Multi-Input combinational cell,25100,155000
[critical path, delay by kind of cell, from the launching register on]
| family | cells | cell delay, ns |
|---|---|---|
| buffers and inverters | 9 | 4.75 |
| xor gates and xnor gates | 16 | 5.57 |
| and+or+nand+nor | 13 | 4.03 |
| muxes | 1 | 0.35 |
| AOI/OAI and AO/OA | 14 | 3.90 |
| DFF | 1 | 0.69 |
[power by group through the flow]
| stage | clock network [mW] | registers, mW | logic [mW] |
|---|---|---|---|
| 6_report | 1.49 | 1.36 | 0.155 |
| 4_1_cts | 1.50 | 1.36 | 0.150 |
| 5_1_grt | 1.55 | 1.36 | 0.160 |
[registers in the layout, indices dropped and copies added, names as in the netlist, 13 cells and up]
| register | count |
|---|---|
| gf_multiply_kernel.counter | 13 |
| gf_multiply_kernel.fpgainst.counter | 13 |
| gf_multiply_kernel.fpgainst.t_i_j | 163 |
| gf_multiply_kernel.reg_a | 163 |
| gf_multiply_kernel.reg_b | 192 |
| gf_multiply_kernel.reg_g | 163 |
| gf_multiply_kernel.t_i_j | 163 |
| reg_a | 163 |
| reg_b | 192 |
| reg_g | 163 |
| s_axil_rdata | 32 |
[cell families after synthesis]
kind of cell    count (synthesis)  synth area share
flops                        1432             0.164
xor+xnor                    10100             0.444
fa+ha+maj                       2          0.000124
compound gates               1959            0.0624
mux                           220            0.0121
other cells                     2         0.0000373
simple gates                12800             0.248
buf+inv                      3063            0.0688
[how the worst max path moves through the flow]
stage,slack [ns],depth (start not counted),start,end
after CTS,23.33,53,gf_multiply_kernel.reg_b[191]$_DFF_PN0_,gf_multiply_kernel.fpgainst.t_i_j[99]$_DFF_PN0_
after global routing,21.86,54,gf_multiply_kernel.reg_b[191]$_DFF_PN0_,gf_multiply_kernel.fpgainst.t_i_j[99]$_DFF_PN0_
final,22.87,53,gf_multiply_kernel.reg_b[191]$_DFF_PN0_,gf_multiply_kernel.fpgainst.t_i_j[99]$_DFF_PN0_
[synth_stat cells, types with 8 or more instances]
library cell                number
sky130_fd_sc_hd__nand4_1        13
sky130_fd_sc_hd__xnor2_2         9
sky130_fd_sc_hd__a2bb2oi_1      32
sky130_fd_sc_hd__o211ai_1       48
sky130_fd_sc_hd__and3b_1       130
sky130_fd_sc_hd__buf_2         114
sky130_fd_sc_hd__a22o_1          8
sky130_fd_sc_hd__and3_1         49
sky130_fd_sc_hd__buf_4          52
sky130_fd_sc_hd__buf_6         224
sky130_fd_sc_hd__o21a_1         37
sky130_fd_sc_hd__clkbuf_1     1944
sky130_fd_sc_hd__nand3_2         8
sky130_fd_sc_hd__xnor3_1        45
sky130_fd_sc_hd__nor4_1          9
sky130_fd_sc_hd__a211oi_1       17
sky130_fd_sc_hd__xor2_1       1468
sky130_fd_sc_hd__dfrtp_1       874
sky130_fd_sc_hd__inv_1         164
sky130_fd_sc_hd__and2_1         43
sky130_fd_sc_hd__o22ai_1        94
sky130_fd_sc_hd__buf_8          23
sky130_fd_sc_hd__nand3_1       482
sky130_fd_sc_hd__or2_2           9
sky130_fd_sc_hd__nand2_1     11700
sky130_fd_sc_hd__a31oi_1        11
sky130_fd_sc_hd__a221oi_1       31
sky130_fd_sc_hd__a32oi_1        54
sky130_fd_sc_hd__mux2_2        168
sky130_fd_sc_hd__buf_1         529
sky130_fd_sc_hd__mux2i_1        50
sky130_fd_sc_hd__a22oi_1        37
sky130_fd_sc_hd__nor3_1         19
sky130_fd_sc_hd__o21ai_0       655
sky130_fd_sc_hd__nor2b_1        19
sky130_fd_sc_hd__a21boi_0      537
sky130_fd_sc_hd__a21oi_1       300
sky130_fd_sc_hd__dfxtp_1       558
sky130_fd_sc_hd__nor2_1        308
sky130_fd_sc_hd__xnor2_1      8549
[routing by layer]
layer	track usage	up-vias
li1	-	87000
met4	0.149	68
met2	0.374	12100
met1	0.366	89900
met3	0.137	2705
met5	0.00756	-
[stage by stage]
stage,instances,power (mW),area (um^2)
final,37400,3.00,216000
after global routing,37100,3.07,215000
after CTS,37100,3.01,215000
after detailed placement,36800,1.54,209000
after global placement,36800,1.54,209000
after floorplan,29600,1.45,201000
Power and IR drop assume default switching activity.
